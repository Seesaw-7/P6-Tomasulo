==> design.v <==
`timescale 1ns/100ps
typedef union packed {
    logic [7:0][7:0] byte_level;
    logic [3:0][15:0] half_level;
    logic [1:0][31:0] word_level;
} EXAMPLE_CACHE_BLOCK;
typedef enum logic [3:0] {
	INST_ADDR_MISALIGN  = 4'h0,
	INST_ACCESS_FAULT   = 4'h1,
	ILLEGAL_INST        = 4'h2,
	BREAKPOINT          = 4'h3,
	LOAD_ADDR_MISALIGN  = 4'h4,
	LOAD_ACCESS_FAULT   = 4'h5,
	STORE_ADDR_MISALIGN = 4'h6,
	STORE_ACCESS_FAULT  = 4'h7,
	ECALL_U_MODE        = 4'h8,
	ECALL_S_MODE        = 4'h9,
	NO_ERROR            = 4'ha,  
	ECALL_M_MODE        = 4'hb,
	INST_PAGE_FAULT     = 4'hc,
	LOAD_PAGE_FAULT     = 4'hd,
	HALTED_ON_WFI       = 4'he,  
	STORE_PAGE_FAULT    = 4'hf
} EXCEPTION_CODE;
typedef enum logic [5:0] {
	ALU_ADD     = 6'h00,
	ALU_SUB     = 6'h01,
	ALU_SLT     = 6'h02,
	ALU_SLTU    = 6'h03,
	ALU_AND     = 6'h04,
	ALU_OR      = 6'h05,
	ALU_XOR     = 6'h06,
	ALU_SLL     = 6'h07,
	ALU_SRL     = 6'h08,
	ALU_SRA     = 6'h09,
	MULT_MUL     = 6'h0a,
	MULT_MULH    = 6'h0b,
	MULT_MULHSU  = 6'h0c,
	MULT_MULHU   = 6'h0d,
	BTU_BEQ		= 6'h0e,
	BTU_BNE 	= 6'h0f,
	BTU_BLT		= 6'h10,
	BTU_BGE		= 6'h11,
	BTU_BLTU	= 6'h12,
	BTU_BGEU	= 6'h13,
	BTU_JAL		= 6'h14,
	BTU_JALR	= 6'h15,
	LS_LOAD         = 6'h16,
	LS_LOADU        = 6'h17,
	LS_STORE        = 6'h18
} INSN_FUNC;
typedef enum logic [1:0] {
	FU_LSU    		= 2'b00,  
	FU_MULT     	= 2'b01,  
	FU_BTU     		= 2'b10,  
	FU_ALU     		= 2'b11  
} FUNC_UNIT;
typedef struct packed {
    logic unsigned [5-1:0] src1;
    logic unsigned [5-1:0] src2;
    logic unsigned [5-1:0] dest;
} ARCH_REG;
typedef union packed {
	logic [31:0] inst;
	struct packed {
		logic [6:0] funct7;
		logic [4:0] rs2;
		logic [4:0] rs1;
		logic [2:0] funct3;
		logic [4:0] rd;
		logic [6:0] opcode;
	} r;  
	struct packed {
		logic [11:0] imm;
		logic [4:0]  rs1;  
		logic [2:0]  funct3;
		logic [4:0]  rd;   
		logic [6:0]  opcode;
	} i;  
	struct packed {
		logic [6:0] off;  
		logic [4:0] rs2;  
		logic [4:0] rs1;  
		logic [2:0] funct3;
		logic [4:0] set;  
		logic [6:0] opcode;
	} s;  
	struct packed {
		logic       of;  
		logic [5:0] s;    
		logic [4:0] rs2; 
		logic [4:0] rs1; 
		logic [2:0] funct3;
		logic [3:0] et;  
		logic       f;   
		logic [6:0] opcode;
	} b;  
	struct packed {
		logic [19:0] imm;
		logic [4:0]  rd;
		logic [6:0]  opcode;
	} u;  
	struct packed {
		logic       of;  
		logic [9:0] et;  
		logic       s;   
		logic [7:0] f;	 
		logic [4:0] rd;  
		logic [6:0] opcode;
	} j;   
} INST;  
typedef enum logic [1:0] {
	BUS_NONE     = 2'h0,
	BUS_LOAD     = 2'h1,
	BUS_STORE    = 2'h2
} BUS_COMMAND;
module multiplier #(
	parameter N = 8
) (
				input clock, reset,
				input unsigned [63:0] mcand, mplier,
				input [6-1:0] insn_tag_in,
				input [6-1:0] result_tag_in,
				input start,
				output [63:0] product,
				output [6-1:0] insn_tag,
				output [6-1:0] result_tag,
				output done
			);
  logic [63:0] mcand_out, mplier_out;
  logic [((N-1)*64)-1:0] internal_products, internal_mcands, internal_mpliers; 
  logic [((N-1)*6)-1:0] internal_insn_tags, internal_result_tags;
  logic [(N-2):0] internal_dones;
	mult_stage #(N) mstage [(N-1):0]  (
		.clock(clock),
		.reset(reset),
		.product_in({internal_products,64'h0}),
		.mplier_in({internal_mpliers,mplier}),
		.mcand_in({internal_mcands,mcand}),
		.insn_tag_in({internal_insn_tags, insn_tag_in}),
		.result_tag_in({internal_result_tags, result_tag_in}),
		.start({internal_dones,start}),
		.product_out({product,internal_products}),
		.mplier_out({mplier_out,internal_mpliers}),
		.mcand_out({mcand_out,internal_mcands}),
		.insn_tag_out({insn_tag, internal_insn_tags}),
		.result_tag_out({result_tag, internal_result_tags}),
		.done({done,internal_dones})
	);
endmodule
module mult_stage #(
	parameter N = 8
) (
					input clock, reset, start,
					input [63:0] product_in, mplier_in, mcand_in,
					input [6-1:0] insn_tag_in,
					input [6-1:0] result_tag_in,
					output logic done,
					output logic [63:0] product_out, mplier_out, mcand_out,
					output logic [6-1:0] insn_tag_out,
					output logic [6-1:0] result_tag_out
				);
	localparam M = 64 / N;
	logic [63:0] prod_in_reg, partial_prod_reg;
	logic [63:0] partial_product, next_mplier, next_mcand;
	assign product_out = prod_in_reg + partial_prod_reg;
	assign partial_product = mplier_in[M-1:0] * mcand_in;
	assign next_mplier = mplier_in >> M;
	assign next_mcand = mcand_in << M;
	always_ff @(posedge clock) begin
		prod_in_reg      <= product_in;
		partial_prod_reg <= partial_product;
		mplier_out       <= next_mplier;
		mcand_out        <= next_mcand;
		insn_tag_out	 <= insn_tag_in;
		result_tag_out	 <= result_tag_in;
	end
	always_ff @(posedge clock) begin
		if(reset)
			done <= 1'b0;
		else
			done <= start;
	end
endmodule
==> run.sh <==
#!/bin/bash
# OpenROAD 26Q1-2900-gdf79404cd8, Yosys 0.63+post, stock flow scripts
make -C /OpenROAD-flow-scripts/flow DESIGN_CONFIG=/design/flow/config.mk WORK_HOME=/design/flow/orfs finish
==> config.mk <==
export PLATFORM = sky130hd
export DESIGN_NAME = multiplier
export DESIGN_NICKNAME = multiplier
export VERILOG_FILES = /design/flow/design.v
export SDC_FILE = /design/flow/constraint.sdc
export NUM_CORES = 4
export LEC_CHECK = 1
export CORE_UTILIZATION = 40
==> constraint.sdc <==
current_design multiplier

set clk_period 30.3
set clk_io_pct 0.2

create_clock -name clk0 -period $clk_period [get_ports {clock}]

set non_clock_inputs [all_inputs -no_clocks]
set_input_delay [expr $clk_period * $clk_io_pct] -clock clk0 $non_clock_inputs
set_output_delay [expr $clk_period * $clk_io_pct] -clock clk0 [all_outputs]
==> results_dict.tcl <==
# implementation run metrics
set metrics [dict create \
    fin_crit_ns 11.79 \
    switchingPower_w 0.00510 \
    numCtsBuffers 151 \
    rsz0062_at_grt "no" \
    synth_area_per_cell_um2 10.0 \
    synth-seq-cells 1288 \
    logic_area_um2 64900 \
    stdcell_area_um2 107000 \
    synth_seq_share_pct 26.6 \
    internal-power_w 0.00673 \
    cp_common_cell "fa_1" \
    path_buffers 4 \
    synthAoiAreaFrac_pct 8.40 \
    hold_violations 0 \
    edf_count 0 \
    chip_area_um2 244000 \
    chipWidth_um 494 \
    largest_register_ffs 448 \
    rows 180 \
    tool_warnings 26 \
    num_vias 64294 \
    ff_type "dfxtp_1" \
    grt_max_degree 62 \
    antenna_found_initial 6 \
    power_density_nw_per_um2 110 \
    cp_max_fo 61 \
    grt_pass1_wl_mm 366 \
    drv_cap 0 \
    dp_cells 12816 \
    fin_crit_sh_pct 38.9 \
    post-cts-setup-buffer-count 0 \
    port_buffers 219 \
    min_from "mstage[2].mplier_out[22]" \
    combPwrFrac_pct 61.6 \
    hold_class "reg -> reg" \
    mux_share_pct 0.0517 \
    track_usage_pct 19.9 \
    drive_above_1_share_pct 3.78 \
    grt_pass1_vias 69582 \
    p_leak_nw 49.4 \
    tightest_slew_ns 0.896 \
    ys_chip_area_um2 96900 \
    crit_required_ns 30.96 \
    path_class "in -> reg" \
    drtAntennaViolNets 0 \
    cts_tree "yes" \
    clock_skew_ns 0.0394 \
    routabilityCongestion 0.939 \
    pwr-share-clk_pct 16.1 \
    fill_cells 21998 \
    post_cts_resized 0 \
    avgRoutedWirePerCell_um 17.0 \
    ys_top_logic_family "adder cells" \
    crit_slowest_cell "buf_4" \
    io_pins 220 \
    end_kind "flip-flop" \
    setup_tns_ns 0 \
    drt-initial-drc-count 2237 \
    async_reset_ff_share_pct 0 \
    r2r-end "mstage[1].partial_prod_reg[62]" \
    drv_slew 0 \
    core_area_um2 241000 \
    area_delta_synth_final_pct 10.9 \
    seqPwrFrac_pct 22.2 \
    cts_buffer_depth 3 \
    reg2regPathDepth 20 \
    firstDrtPassIters 5 \
    setup_viol 0 \
    cts-root-buf "clkbuf_16" \
    synth_xor_xnor_area_share_pct 4.65 \
    crit_arrival_ns 12.45 \
    synth-adder-area-share_pct 37.3 \
    irDropWorstVdd_mv 0.0681 \
    clkTransAtPathRegs_ns 0.07 \
    max_stage_delay_ns 0.54 \
    hpwl_mm 171 \
    pre_cts_ws_ns 17.76 \
    grt-ovfl-total 0 \
    r2r_slack_ns 23.56 \
    reg2reg_from "mstage[0].mplier_out[3]" \
    cts_num_sinks 1288 \
    relSlewSlack_pct 39.7 \
    drt_wl_total_mm 223 \
    swShare_pct 43.1 \
    crit_family "AND-OR/OR-AND gates" \
    netlist-cell-type-count 92 \
    fin_ws_ns 18.51 \
    die_h_um 494 \
    holdBufCountCts 0 \
    fin_cells 13097 \
    crit_path_start_kind "input pin" \
    crit_start "mplier[3]" \
    worstPathCellList "clkdlybuf4s50_1, buf_4, and2_1, fa_1, fa_1, fa_1, inv_1, fa_1, inv_1, ha_1, a21oi_1, o21ai_0, a221o_1, o31ai_4, a2111oi_2, o31ai_2, a2111oi_2, nor3b_2, o21ai_1, a21oi_1, xnor2_1" \
    drc 0 \
    fp_util_pct 40.3 \
    outcome "complete, no violations" \
    whs_endpoint "mstage[3].mplier_out[14]" \
    yosys_warnings 1 \
    synth_area_um2 96900 \
    h-tree-depth 4 \
    dpl_cell_area_um2 102000 \
    avgViaCountPerCell 4.91 \
    synthCells 9673 \
    ys_cells 9673 \
    max_freq_mhz 84.8 \
    flop_area_um2 25800 \
    yosys.area_share.simple_pct 16.7 \
    clk_latency_ns 0.81 \
    min_path_cells 0 \
]
-- cell usage in the layout, fill, tap and decap left out, types with 63 or more instances in the layout --
cell type and n:
nand2b_1 65, clkdlybuf4s50_1 217, nand3_1 89, ha_1 569, inv_1 1258, xnor2_1 382
nor2b_1 63, xor2_1 132, o21a_1 73, clkbuf_16 153, nor3_1 80, nor2_1 251
and2_1 1506, a21oi_1 384, a21o_1 248, fa_1 1447, o21ai_0 202, nand2_1 801
dfxtp_1 1288
-- cell usage after synthesis (7+ instances only) --
| library cell | number | area [um2] |
|---|---|---|
| a221o_1 | 7 | 70.1 |
| fa_1 | 1447 | 29000 |
| a31o_2 | 12 | 105 |
| or3_1 | 20 | 125 |
| a31oi_1 | 33 | 206 |
| nor3_1 | 80 | 400 |
| a21boi_0 | 17 | 128 |
| a211o_1 | 11 | 96.3 |
| o21bai_1 | 57 | 428 |
| nand2_1 | 801 | 3010 |
| buf_4 | 56 | 420 |
| o31ai_1 | 15 | 113 |
| a21oi_1 | 384 | 1920 |
| clkbuf_1 | 258 | 968 |
| a211oi_1 | 40 | 300 |
| and3_1 | 44 | 275 |
| o22ai_1 | 7 | 43.8 |
| ha_1 | 569 | 7120 |
| or2_2 | 10 | 62.6 |
| a41oi_1 | 10 | 87.6 |
| o31a_1 | 7 | 61.3 |
| xnor2_1 | 382 | 3350 |
| nor2_1 | 251 | 942 |
| o21ai_0 | 202 | 1010 |
| dfxtp_1 | 1288 | 25800 |
| a21o_1 | 248 | 1860 |
| nor4_1 | 7 | 43.8 |
| and2_1 | 1506 | 9420 |
| nand3_1 | 89 | 445 |
| a221oi_1 | 9 | 78.8 |
| o21a_1 | 73 | 548 |
| nand2b_1 | 65 | 407 |
| inv_1 | 1258 | 4720 |
| xor2_1 | 132 | 1160 |
| o211ai_1 | 29 | 218 |
| nor2b_1 | 63 | 394 |
| nand4_1 | 51 | 319 |
| and4_1 | 7 | 61.3 |
-- cell families (layout without fill, tap and decap cells) --
group	Yosys count	in the layout
adders and majority gates	2016	2016
other	0	3
AOI/OAI and AO/OA	1247	1247
muxes	5	5
buffers and inverters	1579	1815
xor gates and xnor gates	514	514
and+or+nand+nor	3024	3024
DFF	1288	1288
-- per-layer routing --
layer / global-route usage (%) / wire length, um / up-vias
li1: - / - / 30575
met1: 27.3 / 95700 / 31475
met2: 30.4 / 101000 / 1857
met3: 7.93 / 19600 / 381
met4: 4.65 / 6230 / 6
met5: 0 / 38 / -
-- power by group through the flow --
stage	sequential [W]	clock, W	combinational, W
after global routing	0.00270	0.00206	0.00828
after CTS	0.00265	0.00198	0.00735
final	0.00263	0.00191	0.00729
-- worst max-delay path by stage --
| stage | to | slack [ns] | depth (start not counted) |
|---|---|---|---|
| 6_report | mstage[0].partial_prod_reg[63] | 18.51 | 21 |
| 4_1_cts | mstage[0].partial_prod_reg[63] | 18.63 | 21 |
| 5_1_grt | mstage[0].partial_prod_reg[63] | 18.31 | 21 |
-- per-stage QoR --
stage	hold slack (ns)	utilization [%]	power, W
floorplan	0.310	-	0.00818
global placement	0.309	42.4	0.00992
detailed placement	0.312	42.4	0.00996
CTS	0.310	44.7	0.0120
global route	0.306	44.7	0.0130
finish	0.306	44.7	0.0118
-- final cells by class --
class	count	area share [%]
inverters	1258	4.39
clock inverters	88	1.12
multi-input cells	6806	60.4
well taps	3185	3.71
flip-flops and latches	1288	24.0
repair buffers	279	2.45
diodes	3	0.00699
clock buffers	190	3.89
Power is estimated from default activity; no workload was simulated.
