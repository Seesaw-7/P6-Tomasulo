### ./design.v
`timescale 1ns/100ps
typedef union packed {
    logic [7:0][7:0] byte_level;
    logic [3:0][15:0] half_level;
    logic [1:0][31:0] word_level;
} EXAMPLE_CACHE_BLOCK;
typedef enum logic [3:0] {
	INST_ADDR_MISALIGN  = 4'h0,
	INST_ACCESS_FAULT   = 4'h1,
	ILLEGAL_INST        = 4'h2,
	BREAKPOINT          = 4'h3,
	LOAD_ADDR_MISALIGN  = 4'h4,
	LOAD_ACCESS_FAULT   = 4'h5,
	STORE_ADDR_MISALIGN = 4'h6,
	STORE_ACCESS_FAULT  = 4'h7,
	ECALL_U_MODE        = 4'h8,
	ECALL_S_MODE        = 4'h9,
	NO_ERROR            = 4'ha,  
	ECALL_M_MODE        = 4'hb,
	INST_PAGE_FAULT     = 4'hc,
	LOAD_PAGE_FAULT     = 4'hd,
	HALTED_ON_WFI       = 4'he,  
	STORE_PAGE_FAULT    = 4'hf
} EXCEPTION_CODE;
typedef enum logic [5:0] {
	ALU_ADD     = 6'h00,
	ALU_SUB     = 6'h01,
	ALU_SLT     = 6'h02,
	ALU_SLTU    = 6'h03,
	ALU_AND     = 6'h04,
	ALU_OR      = 6'h05,
	ALU_XOR     = 6'h06,
	ALU_SLL     = 6'h07,
	ALU_SRL     = 6'h08,
	ALU_SRA     = 6'h09,
	MULT_MUL     = 6'h0a,
	MULT_MULH    = 6'h0b,
	MULT_MULHSU  = 6'h0c,
	MULT_MULHU   = 6'h0d,
	BTU_BEQ		= 6'h0e,
	BTU_BNE 	= 6'h0f,
	BTU_BLT		= 6'h10,
	BTU_BGE		= 6'h11,
	BTU_BLTU	= 6'h12,
	BTU_BGEU	= 6'h13,
	BTU_JAL		= 6'h14,
	BTU_JALR	= 6'h15,
	LS_LOAD         = 6'h16,
	LS_LOADU        = 6'h17,
	LS_STORE        = 6'h18
} INSN_FUNC;
typedef enum logic [1:0] {
	FU_LSU    		= 2'b00,  
	FU_MULT     	= 2'b01,  
	FU_BTU     		= 2'b10,  
	FU_ALU     		= 2'b11  
} FUNC_UNIT;
typedef struct packed {
    logic unsigned [5-1:0] src1;
    logic unsigned [5-1:0] src2;
    logic unsigned [5-1:0] dest;
} ARCH_REG;
typedef union packed {
	logic [31:0] inst;
	struct packed {
		logic [6:0] funct7;
		logic [4:0] rs2;
		logic [4:0] rs1;
		logic [2:0] funct3;
		logic [4:0] rd;
		logic [6:0] opcode;
	} r;  
	struct packed {
		logic [11:0] imm;
		logic [4:0]  rs1;  
		logic [2:0]  funct3;
		logic [4:0]  rd;   
		logic [6:0]  opcode;
	} i;  
	struct packed {
		logic [6:0] off;  
		logic [4:0] rs2;  
		logic [4:0] rs1;  
		logic [2:0] funct3;
		logic [4:0] set;  
		logic [6:0] opcode;
	} s;  
	struct packed {
		logic       of;  
		logic [5:0] s;    
		logic [4:0] rs2; 
		logic [4:0] rs1; 
		logic [2:0] funct3;
		logic [3:0] et;  
		logic       f;   
		logic [6:0] opcode;
	} b;  
	struct packed {
		logic [19:0] imm;
		logic [4:0]  rd;
		logic [6:0]  opcode;
	} u;  
	struct packed {
		logic       of;  
		logic [9:0] et;  
		logic       s;   
		logic [7:0] f;	 
		logic [4:0] rd;  
		logic [6:0] opcode;
	} j;   
} INST;  
typedef enum logic [1:0] {
	BUS_NONE     = 2'h0,
	BUS_LOAD     = 2'h1,
	BUS_STORE    = 2'h2
} BUS_COMMAND;
module register_file(
    input  [4:0] reg_addr,       
    input  [32-1:0] wr_data,      
    input  wr_en, clk, reset,
    output logic [32-1:0] [32-1:0] regfile 
);
    logic [32-1:0] [32-1:0] regfile_next;
    always_ff @(posedge clk or posedge reset) begin
        if (reset) begin
            regfile <= '0;    
        end else begin
            regfile <= regfile_next;
        end
    end
    always_comb begin
        regfile_next = regfile;
        if (wr_en) begin
            if (reg_addr == 5'b0)
                regfile_next[reg_addr] = 32'b0;   
            else
                regfile_next[reg_addr] = wr_data;
        end
    end
endmodule
### ./run.sh
#!/bin/bash
# OpenROAD 26Q1-2900-gdf79404cd8, Yosys 0.63+post, stock flow scripts
make -C /OpenROAD-flow-scripts/flow DESIGN_CONFIG=/design/flow/config.mk WORK_HOME=/design/flow/orfs finish
### ./config.mk
export PLATFORM = sky130hd
export DESIGN_NAME = register_file
export DESIGN_NICKNAME = register_file
export VERILOG_FILES = /design/flow/design.v
export SDC_FILE = /design/flow/constraint.sdc
export NUM_CORES = 4
export LEC_CHECK = 1
export CORE_AREA = 10 10 570 570
export DIE_AREA = 0 0 580 580
### ./constraint.sdc
current_design register_file

set clk_period 1.7
set clk_io_pct 0.2

create_clock -name clk0 -period $clk_period [get_ports {clk}]

set non_clock_inputs [all_inputs -no_clocks]
set_input_delay [expr $clk_period * $clk_io_pct] -clock clk0 $non_clock_inputs
set_output_delay [expr $clk_period * $clk_io_pct] -clock clk0 [all_outputs]
==> run_summary.xml <==
<?xml version="1.0" encoding="UTF-8"?>
<metrics>
  <group name="run_status">
    <metric name="status" unit="">complete, but fails checks</metric>
    <metric name="failed_checks" unit="">setup timing</metric>
  </group>
  <group name="flow_run">
    <metric name="tool_warnings" unit="">29</metric>
    <metric name="maxCapViolations" unit="">0</metric>
  </group>
  <group name="grt">
    <metric name="pin_count_of_the_biggest_net_entering_global_routing" unit="">84</metric>
    <metric name="via_count_of_the_first_global_routing_pass" unit="">32900</metric>
    <metric name="overall_global_routing_usage" unit="%">12.5</metric>
    <metric name="global_route_total_overflow" unit="">0</metric>
    <metric name="initial_antenna_violation_count" unit="">46</metric>
    <metric name="grt_pass1_wl" unit="mm">289</metric>
  </group>
  <group name="final_layout">
    <metric name="most-common-layout-cells" unit="">1019 x sky130_fd_sc_hd__dfrtp_1, 992 x sky130_fd_sc_hd__a22o_1, 941 x sky130_fd_sc_hd__clkbuf_2, 929 x sky130_fd_sc_hd__buf_4, 137 x sky130_fd_sc_hd__buf_12</metric>
    <metric name="layout_top_registers" unit="">regfile (1024)</metric>
    <metric name="fin_area" unit="um^2">61100</metric>
    <metric name="final_layout_size_suffix_gt1_share" unit="%">53.2</metric>
    <metric name="final-instance-count-excl-fill" unit="">8750</metric>
    <metric name="layout.filler_cells" unit="">33200</metric>
    <metric name="most_frequent_logic_cell_in_the_layout" unit="">sky130_fd_sc_hd__dfrtp_1</metric>
    <metric name="areaGrowthSynthToFinish" unit="%">65.9</metric>
    <metric name="regMostFlops" unit="">regfile</metric>
    <metric name="max_ffs_per_register" unit="">1024</metric>
  </group>
  <group name="synth">
    <metric name="syn-cell-area" unit="um^2">36900</metric>
    <metric name="postSynth.asyncResetShare" unit="%">100</metric>
    <metric name="tally_of_yosys_warning_messages" unit="">1</metric>
    <metric name="ff_type" unit="">sky130_fd_sc_hd__dfrtp_1</metric>
    <metric name="synth_cell_type_count" unit="">42</metric>
    <metric name="syn_inst" unit="">2562</metric>
    <metric name="chip_area_in_the_yosys_report" unit="um^2">36900</metric>
    <metric name="synth-cells-yosys" unit="">2562</metric>
    <metric name="syn_area_per_cell" unit="um^2">14.4</metric>
    <metric name="synth-seq-cells" unit="">1024</metric>
    <metric name="yosysSeqAreaShare" unit="%">69.5</metric>
    <metric name="count_of_library_flops_with_an_enable_pin" unit="">0</metric>
  </group>
  <group name="setup_path">
    <metric name="worst_setup_path_start_kind" unit="">register</metric>
    <metric name="worstPathBufferInverterCount" unit="">1</metric>
    <metric name="critical_path.max_fanout" unit="">2</metric>
    <metric name="cp_cell_sequence" unit="">buf_6</metric>
    <metric name="cp_slowest_stage_delay" unit="ns">0.50</metric>
    <metric name="crit_type" unit="">reg -&gt; out</metric>
    <metric name="slowest_stage" unit="">sky130_fd_sc_hd__dfrtp_2</metric>
    <metric name="critical-path-top-delay-family" unit="">flip-flops</metric>
    <metric name="critical_path_arrival" unit="ns">1.47</metric>
    <metric name="setup.worst_path.end_class" unit="">output port</metric>
    <metric name="timing.critical_path.required" unit="ns">1.36</metric>
  </group>
  <group name="final_timing">
    <metric name="fin_worst_hold_slack" unit="ns">0.103</metric>
    <metric name="finalCriticalPeriod" unit="ns">1.81</metric>
    <metric name="grt_setup_unrepaired" unit="">yes</metric>
    <metric name="report.final.slew_viol_count" unit="">0</metric>
    <metric name="worstMarginPinSlew" unit="ns">0.481</metric>
    <metric name="clock-skew-final" unit="ns">0</metric>
    <metric name="timing.final.setup_violations" unit="">201</metric>
    <metric name="smallest_setup_slack_after_layout" unit="ns">-0.113</metric>
    <metric name="period_used_share" unit="%">107</metric>
    <metric name="setup_total_negative_slack" unit="ns">-5.43</metric>
    <metric name="hold_violations" unit="">0</metric>
    <metric name="fmaxAchievable" unit="MHz">552</metric>
    <metric name="timing.max_slew.rel_slack" unit="%">67.9</metric>
  </group>
  <group name="route">
    <metric name="drt_first_pass_iters" unit="">7</metric>
    <metric name="detailroute.via_count" unit="">32400</metric>
    <metric name="drt_via_density" unit="">3.71</metric>
    <metric name="post_route_ant_nets" unit="">0</metric>
    <metric name="drtIter0Drc" unit="">2326</metric>
    <metric name="drc" unit="">0</metric>
    <metric name="wl_per_cell" unit="um">25.3</metric>
    <metric name="finalWirelength" unit="mm">221</metric>
  </group>
  <group name="floorplanning">
    <metric name="chipArea" unit="um^2">336000</metric>
    <metric name="init_core_util" unit="%">11.8</metric>
    <metric name="core-area" unit="um^2">312000</metric>
    <metric name="ioPinCount" unit="">1064</metric>
    <metric name="num_rows" unit="">205</metric>
    <metric name="floorplan_die_width" unit="um">580</metric>
    <metric name="die_height" unit="um">580</metric>
  </group>
  <group name="power">
    <metric name="static-leakage-power" unit="uW">0.0307</metric>
    <metric name="power-per-cell-area" unit="nW/um^2">1330</metric>
    <metric name="max-vdd-ir-drop" unit="mV">0.846</metric>
  </group>
  <group name="placement">
    <metric name="dpl_worst_slack" unit="ns">-1.58</metric>
    <metric name="dpl_cell_area" unit="um^2">55600</metric>
    <metric name="placed_cells_incl_taps" unit="">7705</metric>
    <metric name="numPortBuffers" unit="">1063</metric>
    <metric name="place.detailed.hpwl" unit="mm">153</metric>
    <metric name="finalWeightedCongestion" unit="">0.829</metric>
  </group>
  <group name="cts">
    <metric name="tritoncts" unit="">yes</metric>
    <metric name="clk-insertion-delay-late" unit="ns">0.79</metric>
    <metric name="clk_pin_slew_worst_paths" unit="ns">0.08</metric>
    <metric name="cts_buffers" unit="">113</metric>
    <metric name="sink_count" unit="">1024</metric>
    <metric name="root_buffer" unit="">sky130_fd_sc_hd__clkbuf_16</metric>
    <metric name="cts_max_level" unit="">3</metric>
    <metric name="cts-root-to-sink-buffers" unit="">4</metric>
  </group>
  <group name="hold_path">
    <metric name="hold_path_class" unit="">in -&gt; async</metric>
  </group>
</metrics>
==> where the power goes <==
part / internal, uW / switching (uW)
combinational: 14100 / 7970
clock: 14600 / 10600
sequential: 30200 / 3760
==> per-layer routing <==
layer	wire length [um]	vias up	GRT usage, %
met5	39	-	0
met2	98800	2176	19.4
met4	11200	6	4.64
met1	86200	16300	15.5
met3	25000	438	5.36
li1	-	13500	-
==> final timing paths <==
check                             start           end  slack (ns)  cells past startpoint
hold reg to reg             regfile[27]   regfile[27]        0.48                      1
setup reg to reg           regfile[883]  regfile[883]        0.62                      4
setup / recovery           regfile[144]  regfile[144]       -0.11                      1
hold / removal                    reset  regfile[293]        0.10                      3
max in group asynchronous         reset  regfile[464]        0.80                      4
min in group clk0           wr_data[12]  regfile[972]        0.38                      3
==> repair_timing <==
| action | 4_1_cts | 5_1_grt |
|---|---|---|
| hold buffers | 1 | 0 |
| pin swaps | 11 | 10 |
| resized | 1335 | 1917 |
| endpoints found under the hold margin | 1 | 0 |
| endpoints found under the setup margin | 2048 | 1435 |
| setup buffers | 415 | 382 |
| gates cloned | 7 | 7 |
==> layout make-up <==
type | instances | area (um^2) | share of cell area, %
flip-flops and latches | 1024 | 25600 | 41.9
repair buffers | 2159 | 16000 | 26.1
multi-input cells | 1186 | 10500 | 17.1
well taps | 4140 | 5180 | 8.47
clock buffers | 153 | 3210 | 5.25
clock inverters | 47 | 567 | 0.927
diodes | 37 | 92.6 | 0.151
inverters | 4 | 23.8 | 0.0389
==> cells by family (layout without fill, tap and decap cells) <==
logic type | count (synthesis) | after routing | synth area share (%)
buf+inv | 352 | 2363 | 3.74
xor+xnor | 3 | 3 | 0.0713
flops | 1024 | 1024 | 69.5
compound gates | 1012 | 1012 | 24.0
fa+ha+maj | 2 | 2 | 0.0679
other cells | 0 | 37 | 0
simple gates | 169 | 169 | 2.64
==> synthesized netlist by cell type, types with 2 or more instances <==
| library cell | number | share of area, % |
|---|---|---|
| sky130_fd_sc_hd__nand3b_1 | 4 | 0.081 |
| sky130_fd_sc_hd__ha_1 | 2 | 0.068 |
| sky130_fd_sc_hd__clkbuf_1 | 308 | 3.1 |
| sky130_fd_sc_hd__and3b_1 | 2 | 0.048 |
| sky130_fd_sc_hd__and2_0 | 4 | 0.068 |
| sky130_fd_sc_hd__inv_1 | 4 | 0.041 |
| sky130_fd_sc_hd__nand3_1 | 19 | 0.26 |
| sky130_fd_sc_hd__nand2b_1 | 7 | 0.12 |
| sky130_fd_sc_hd__nor2b_1 | 3 | 0.051 |
| sky130_fd_sc_hd__xnor2_1 | 2 | 0.048 |
| sky130_fd_sc_hd__nor4_1 | 2 | 0.034 |
| sky130_fd_sc_hd__or2_2 | 2 | 0.034 |
| sky130_fd_sc_hd__or4_1 | 2 | 0.041 |
| sky130_fd_sc_hd__dfrtp_1 | 1024 | 70 |
| sky130_fd_sc_hd__a211o_1 | 3 | 0.071 |
| sky130_fd_sc_hd__buf_6 | 6 | 0.18 |
| sky130_fd_sc_hd__buf_1 | 23 | 0.23 |
| sky130_fd_sc_hd__nor2_1 | 20 | 0.20 |
| sky130_fd_sc_hd__nand4_1 | 3 | 0.051 |
| sky130_fd_sc_hd__nor3_1 | 11 | 0.15 |
| sky130_fd_sc_hd__a22o_1 | 992 | 24 |
| sky130_fd_sc_hd__or3_1 | 5 | 0.085 |
| sky130_fd_sc_hd__and2_1 | 65 | 1.1 |
| sky130_fd_sc_hd__and3_1 | 2 | 0.034 |
| sky130_fd_sc_hd__a21oi_1 | 8 | 0.11 |
| sky130_fd_sc_hd__or4_4 | 2 | 0.061 |
| sky130_fd_sc_hd__nand2_1 | 12 | 0.12 |
| sky130_fd_sc_hd__buf_2 | 11 | 0.15 |
==> through the flow <==
| step | util, % | power (uW) |
|---|---|---|
| 2_1_floorplan | - | 38300 |
| 3_3_place_gp | 17.8 | 55300 |
| 3_5_place_dp | 17.8 | 55300 |
| 4_1_cts | 19.7 | 80200 |
| 5_1_grt | 19.6 | 85200 |
| 6_report | 19.6 | 81300 |
Power figures rest on the tool's default switching activity, not on a simulated workload.
