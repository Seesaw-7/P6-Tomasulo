File: design/flow/run.sh
#!/bin/bash
# OpenROAD 26Q1-2900-gdf79404cd8, Yosys 0.63+post, stock flow scripts
make -C /OpenROAD-flow-scripts/flow DESIGN_CONFIG=/design/flow/config.mk WORK_HOME=/design/flow/orfs finish
File: design/flow/config.mk
export PLATFORM = sky130hd
export DESIGN_NAME = reservation_station
export DESIGN_NICKNAME = reservation_station
export VERILOG_FILES = /design/flow/design.v
export SDC_FILE = /design/flow/constraint.sdc
export NUM_CORES = 4
export LEC_CHECK = 1
export CORE_UTILIZATION = 30
export SYNTH_HDL_FRONTEND = slang
File: design/flow/design.v
`timescale 1ns/100ps
typedef union packed {
    logic [7:0][7:0] byte_level;
    logic [3:0][15:0] half_level;
    logic [1:0][31:0] word_level;
} EXAMPLE_CACHE_BLOCK;
typedef enum logic [3:0] {
	INST_ADDR_MISALIGN  = 4'h0,
	INST_ACCESS_FAULT   = 4'h1,
	ILLEGAL_INST        = 4'h2,
	BREAKPOINT          = 4'h3,
	LOAD_ADDR_MISALIGN  = 4'h4,
	LOAD_ACCESS_FAULT   = 4'h5,
	STORE_ADDR_MISALIGN = 4'h6,
	STORE_ACCESS_FAULT  = 4'h7,
	ECALL_U_MODE        = 4'h8,
	ECALL_S_MODE        = 4'h9,
	NO_ERROR            = 4'ha,  
	ECALL_M_MODE        = 4'hb,
	INST_PAGE_FAULT     = 4'hc,
	LOAD_PAGE_FAULT     = 4'hd,
	HALTED_ON_WFI       = 4'he,  
	STORE_PAGE_FAULT    = 4'hf
} EXCEPTION_CODE;
typedef enum logic [5:0] {
	ALU_ADD     = 6'h00,
	ALU_SUB     = 6'h01,
	ALU_SLT     = 6'h02,
	ALU_SLTU    = 6'h03,
	ALU_AND     = 6'h04,
	ALU_OR      = 6'h05,
	ALU_XOR     = 6'h06,
	ALU_SLL     = 6'h07,
	ALU_SRL     = 6'h08,
	ALU_SRA     = 6'h09,
	MULT_MUL     = 6'h0a,
	MULT_MULH    = 6'h0b,
	MULT_MULHSU  = 6'h0c,
	MULT_MULHU   = 6'h0d,
	BTU_BEQ		= 6'h0e,
	BTU_BNE 	= 6'h0f,
	BTU_BLT		= 6'h10,
	BTU_BGE		= 6'h11,
	BTU_BLTU	= 6'h12,
	BTU_BGEU	= 6'h13,
	BTU_JAL		= 6'h14,
	BTU_JALR	= 6'h15,
	LS_LOAD         = 6'h16,
	LS_LOADU        = 6'h17,
	LS_STORE        = 6'h18
} INSN_FUNC;
typedef enum logic [1:0] {
	FU_LSU    		= 2'b00,  
	FU_MULT     	= 2'b01,  
	FU_BTU     		= 2'b10,  
	FU_ALU     		= 2'b11  
} FUNC_UNIT;
typedef struct packed {
    logic unsigned [5-1:0] src1;
    logic unsigned [5-1:0] src2;
    logic unsigned [5-1:0] dest;
} ARCH_REG;
typedef union packed {
	logic [31:0] inst;
	struct packed {
		logic [6:0] funct7;
		logic [4:0] rs2;
		logic [4:0] rs1;
		logic [2:0] funct3;
		logic [4:0] rd;
		logic [6:0] opcode;
	} r;  
	struct packed {
		logic [11:0] imm;
		logic [4:0]  rs1;  
		logic [2:0]  funct3;
		logic [4:0]  rd;   
		logic [6:0]  opcode;
	} i;  
	struct packed {
		logic [6:0] off;  
		logic [4:0] rs2;  
		logic [4:0] rs1;  
		logic [2:0] funct3;
		logic [4:0] set;  
		logic [6:0] opcode;
	} s;  
	struct packed {
		logic       of;  
		logic [5:0] s;    
		logic [4:0] rs2; 
		logic [4:0] rs1; 
		logic [2:0] funct3;
		logic [3:0] et;  
		logic       f;   
		logic [6:0] opcode;
	} b;  
	struct packed {
		logic [19:0] imm;
		logic [4:0]  rd;
		logic [6:0]  opcode;
	} u;  
	struct packed {
		logic       of;  
		logic [9:0] et;  
		logic       s;   
		logic [7:0] f;	 
		logic [4:0] rd;  
		logic [6:0] opcode;
	} j;   
} INST;  
typedef enum logic [1:0] {
	BUS_NONE     = 2'h0,
	BUS_LOAD     = 2'h1,
	BUS_STORE    = 2'h2
} BUS_COMMAND;
typedef struct packed {
    FUNC_UNIT fu;
    INSN_FUNC func;
    logic unsigned [6-1:0] insn_tag;
    logic unsigned [6-1:0] tag_dest;
    logic unsigned [6-1:0] tag_src1;
    logic unsigned [6-1:0] tag_src2;
    logic unsigned ready_src1;
    logic unsigned [32-1:0] value_src1;
    logic unsigned ready_src2;
    logic unsigned [32-1:0] value_src2;
    logic [32-1:0] imm;
    logic [32-1:0] pc;
    logic [32-1:0] npc;
    logic [2:0] func3;
} INST_RS;
typedef struct packed {
   logic unsigned [5-1:0] register;  
   logic [32-1:0] inst_pc;  
   logic [32-1:0] inst_npc;  
   INSN_FUNC func;
   logic branch;
   logic halt;
   logic illegal;
} INST_ROB;
typedef struct packed {
    INSN_FUNC                       func;
    logic    [6-1:0]     t1;
    logic    [6-1:0]     t2;
    logic    [6-1:0]     dst;
    logic                           ready1;
    logic                           ready2;
    logic    [32-1:0]            v1;
    logic    [32-1:0]            v2;
    logic    [32-1:0]            pc;
    logic    [32-1:0]            imm;
    logic    [3-1:0]     Bday;
    logic                          valid;   
} RS_ENTRY_M2;  
typedef struct packed {
    INST_RS insn;
    logic                          valid;   
} RS_ENTRY;
module reservation_station #(
    parameter NUM_ENTRIES = 8,  
    parameter ENTRY_WIDTH = 3   
) (
    input clk,
    input reset,
    input load,
    input INST_RS insn_load,
    input unsigned [3:0] wakeup ,
    input [3:0] [32-1:0] wakeup_value,
    input [3:0] [6-1:0] wakeup_tag,  
    input unsigned clear,
    input [6-1:0] clear_tag,
    input [6-1:0] alu_ex_tag,
    output RS_ENTRY insn_for_ex,  
    output logic is_full
);
    RS_ENTRY issue_queue_curr [NUM_ENTRIES-1:0]; 
    RS_ENTRY issue_queue_next [NUM_ENTRIES-1:0]; 
    RS_ENTRY insn_for_ex_next;  
    always_ff @(posedge clk) begin
        unique if (reset) begin
            for (int i=0; i<NUM_ENTRIES; ++i) begin
                issue_queue_curr[i] <= 0;
            end
            insn_for_ex <= 0;
        end else begin
            issue_queue_curr <= issue_queue_next;
            insn_for_ex <= insn_for_ex_next;
        end
    end
    always_comb begin
        issue_queue_next = issue_queue_curr;
        if (load) begin
            issue_queue_next[NUM_ENTRIES-1].insn = insn_load;
            issue_queue_next[NUM_ENTRIES-1].valid = 1;
        end
        if (clear) begin
            for (int i=0; i<NUM_ENTRIES; ++i) begin
                if (issue_queue_next[i].insn.insn_tag == clear_tag) begin
                    issue_queue_next[i].valid = 0;
                end
            end
        end
        for (int i=0; i<NUM_ENTRIES-1; ++i) begin 
            if (!issue_queue_next[i].valid) begin
                issue_queue_next[i] = issue_queue_next[i+1];
                issue_queue_next[i+1].valid = 1'b0;
            end
        end
        for (int j=0; j<4; ++j) begin
           if (wakeup[j]) begin
                for (int i=0; i<NUM_ENTRIES; ++i) begin
                    if (!issue_queue_next[i].insn.ready_src1 && issue_queue_next[i].insn.tag_src1 == wakeup_tag[j]) begin
                        issue_queue_next[i].insn.value_src1 = wakeup_value[j];
                        issue_queue_next[i].insn.ready_src1 = 1;
                    end
                    if (!issue_queue_next[i].insn.ready_src2 && issue_queue_next[i].insn.tag_src2 == wakeup_tag[j]) begin
                        issue_queue_next[i].insn.value_src2 = wakeup_value[j];
                        issue_queue_next[i].insn.ready_src2 = 1;
                    end
                end 
            end
        end
    end
    RS_ENTRY insn_ready, insn_to_ready;
    always_comb begin
        insn_ready = 0;
        for (int i=NUM_ENTRIES; i>=0; --i) begin
            unique if (issue_queue_curr[i].valid && issue_queue_curr[i].insn.ready_src1 && issue_queue_curr[i].insn.ready_src2) begin
                insn_ready = issue_queue_curr[i];
            end else begin
                insn_ready = insn_ready;
            end
        end
    end
    RS_ENTRY issue_queue_predict [NUM_ENTRIES-1:0]; 
    always_comb begin
       issue_queue_predict = issue_queue_curr; 
       for (int i=0; i<NUM_ENTRIES; ++i) begin
            if (issue_queue_predict[i].insn.tag_src1 == alu_ex_tag) begin
                issue_queue_predict[i].insn.ready_src1 = 1;
            end
            if (issue_queue_predict[i].insn.tag_src2 == alu_ex_tag) begin
                issue_queue_predict[i].insn.ready_src2 = 1;
            end
       end
       insn_to_ready = 0;
        for (int i=NUM_ENTRIES; i>=0; --i) begin
            unique if (issue_queue_predict[i].valid && issue_queue_predict[i].insn.ready_src1 && issue_queue_predict[i].insn.ready_src2) begin
                insn_to_ready = issue_queue_curr[i];
            end else begin
                insn_to_ready = insn_to_ready;
            end
        end
    end
    assign insn_for_ex_next = insn_ready.valid ? insn_ready : insn_to_ready;
    assign is_full =  issue_queue_curr[NUM_ENTRIES-2].valid;
endmodule
File: design/flow/constraint.sdc
current_design reservation_station

set clk_period 109.1
set clk_io_pct 0.2

create_clock -name clk0 -period $clk_period [get_ports {clk}]

set non_clock_inputs [all_inputs -no_clocks]
set_input_delay [expr $clk_period * $clk_io_pct] -clock clk0 $non_clock_inputs
set_output_delay [expr $clk_period * $clk_io_pct] -clock clk0 [all_outputs]
==> impl_metrics.csv <==
group,metric,value,unit
run_status,status,"finished, final reports clean",
setup_path,path_depth,16,
yosys,yosysChipArea,0.112,mm²
floorplanning,rows,224,
cts,cts_tree,"yes",
global_routing,grt_usage,30.1,%
drt,post_drt_wl_per_cell,28.5,µm
setup_path,crit_family,"buffers and inverters",
setup_path,critPathLaunchType,"primary input",
cts,postCtsSetupRepairBufs,0,
yosys,synth_seq_share,31.7,%
finish,final_cells,20200,
pwr,totalPowerFinal,1.69,mW
yosys,ff_type,"dfxtp_1",
finish,utilization,34.7,%
setup_path,path_max_fanout,39,
setup_path,regToRegEndpoint,"issue_queue_curr[1329]",
finish,drive_gt1_share,7.79,%
yosys,yosysCellCount,15600,
drt,first_pass_iters,7,
drt,postRouteAntennaNets,0,
cts,htreeDepth,4,
drt,num_vias,124000,
setup_path,cpPeakStageDelay,0.89,ns
yosys,synth_area_leader_cell,"dfxtp_1",
floorplanning,fp.dieH,614,µm
setup_path,r2r_start,"issue_queue_curr[186]",
floorplanning,die-area,0.377,mm²
setup_path,crit_end,"issue_queue_curr[1329]",
drt,drt_iter0_drc,14300,
place,io_buffers,567,
job,warnings,35,
cts,clock-sinks,1782,
place,pre_cts_ws,80.22,ns
setup_path,path_class,"in2reg",
floorplanning,initCoreUtil,30.2,%
setup_path,rr_worst_depth,15,
job,max_cap_violations,0,
yosys,synth-async-reset-ratio,0,%
yosys,syn_area_per_cell,7.23,µm²
setup_path,crit_start,"clear_tag[4]",
cts,cts_resized,0,
final_timing,rsz0062_at_grt,"false",
floorplanning,chipWidth,614,µm
yosys,synth_flops,1782,
pwr,power.density,13.1,mW/mm²
final_timing,finalHoldViolCount,0,
floorplanning,ios,568,
pwr,leakagePower,47.0,nW
pwr,peakVddDrop,0.0000165,V
yosys,synthTopCellsByCount,"nand2_1, a21oi_1, dfxtp_1",
global_routing,antenna_found_initial,54,
finish,fillCellCount,38700,
global_routing,overflow,0,
cts,clockBufferDepth,4,
final_timing,finalClockPeriodUsage,25.8,%
place,dp.cells,19800,
drt,viasPerCell,6.13,
final_timing,drv_slew,0,
setup_path,worst-path-buf-inv,5,
final_timing,max_freq,35.5,MHz
cts,numCtsBuffers,217,
place,place_congestion,1.02,
yosys,yosysWarnings,0,
floorplanning,core_area,0.373,mm²
yosys,synth_cells,15600,
setup_path,crit_top_cell,"buf_4",
drt,drt-total-wl,578000,µm
final_timing,layout_min_cycle_time,28.19,ns
setup_path,cp_cell_sequence,"clkdlybuf4s50_1 -> xnor2_1 -> nand4_1 -> o41ai_4 -> buf_4 -> or4_4 -> buf_4 -> buf_4 -> o21ai_0 -> and3_1 -> o2111a_1 -> a41o_1 -> nor2_4 -> buf_4 -> mux2i_1 -> o22ai_1",
yosys,synth_cell_types,100,
yosys,netlist_area,0.112,mm²
setup_path,crit_required,109.87,ns
final_timing,setup_viol,0,
setup_path,rrSetupSlack,102.33,ns
global_routing,grt_pass1_vias,114000,
worst_hold_path,min_path_type,"reg2reg",
final_timing,slew_headroom,25.0,%
finish,area_growth,15.0,%
setup_path,crit_path_top_delay_cell,"clkdlybuf4s50_1",
final_timing,fin_setup_tns,0,ns
yosys,synth.area.top_cells,"dfxtp_1, nand2_1, a21oi_1",
final_timing,final.setup_skew,0.0985,ns
yosys,synth_dominant_cell_count,"nand2_1",
final_timing,timing.final.ws_setup,80.91,ns
global_routing,grt_max_degree,123,
cts,clock-root-buffer,"clkbuf_16",
global_routing,grt_first_pass_wirelength,824000,µm
final_timing,tightest_slew,1.13,ns
cts,clk_pin_slew,0.06,ns
cts,worstSkewPairLatency,0.99,ns
cts,ctsHoldBuffers,0,
yosys,synthDominantCellAreaShare,31.7,%
yosys,enable_flop_cells,0,
drt,drc_errors,0,
place,dp_hpwl,358000,µm
setup_path,arrival,28.97,ns
setup_path,crit_path_end_kind,"flop",
[cell families (layout without fill, tap and decap cells)]
| kind of cell | count (synthesis) | count (layout) | synth area share (%) |
|---|---|---|---|
| AND-OR/OR-AND | 5114 | 5114 | 30.0 |
| XOR/XNOR | 389 | 389 | 3.04 |
| multiplexers | 896 | 896 | 8.17 |
| buffers and inverters | 1811 | 1500 | 6.43 |
| other | 0 | 24 | 0 |
| AND/OR/NAND/NOR | 5568 | 5568 | 20.6 |
| flip-flops | 1782 | 1782 | 31.7 |
[worst min-delay path by stage]
stage,slack [ns],to,startpoint,cells past startpoint
after CTS,0.44,issue_queue_curr[79],issue_queue_curr[277],2
final,0.45,issue_queue_curr[92],issue_queue_curr[92],2
after global routing,0.46,issue_queue_curr[98],issue_queue_curr[98],2
[where the power goes]
part / total (mW) / internal, mW / switching, mW
clock network: 0.775 / 0.442 / 0.332
registers: 0.698 / 0.674 / 0.0243
logic: 0.219 / 0.0883 / 0.131
total: 1.69 / 1.20 / 0.487
[registers in the layout (all words and copies together) (netlist names)]
| name | count |
|---|---|
| issue_queue_curr | 1583 |
| insn_for_ex | 198 |
| is_full | 1 |
[area by class of cell]
cell class	count	area (µm²)	share of cell area, %
clock buffer	320	6400	4.95
antenna	24	60.1	0.0464
inverter	39	154	0.119
clock inverter	77	1000	0.777
multi-input combinational	12000	70200	54.3
timing repair buffer	1064	9620	7.44
tap	4972	6220	4.81
sequential	1782	35700	27.6
[cells in the final DEF (no fill, tap or decap), types with 257 or more instances in the layout]
cell type        Yosys  final
dfxtp_1           1782   1782
o211ai_1           560    560
buf_4               18    481
clkdlybuf4s50_1      0    565
nand2_1           3237   3231
and3_1             265    259
a21oi_1           1874   1870
o21ai_0            770    769
nor3_1             262    257
xnor2_1            275    274
mux2i_1            744    743
nor2_1            1350   1339
[stage by stage]
| stage | cell area [µm²] | hold WS (ns) |
|---|---|---|
| after floorplan | 112000 | 0.429 |
| after global placement | 122000 | 0.435 |
| after detailed placement | 122000 | 0.440 |
| after CTS | 129000 | 0.443 |
| after global routing | 129000 | 0.459 |
| final | 129000 | 0.445 |
[worst register-to-register path, stage by stage, from the launching register on]
cell and delay (ns):
dfxtp_1 0.42, xnor2_1 0.14, nand4_1 0.19, o41ai_4 0.25, buf_4 0.60, or4_4 0.63, buf_4 0.64, buf_4 0.67
o21ai_0 0.41, and3_1 0.28, o2111a_1 0.26, a41o_1 0.37, nor2_4 0.74, buf_4 0.56, mux2i_1 0.33, o22ai_1 0.10
[per-layer routing]
| metal | GRT usage [%] | up-vias | part of all wire (%) |
|---|---|---|---|
| li1 | - | 54900 | - |
| met1 | 37.7 | 58700 | 37 |
| met2 | 44.9 | 8380 | 43 |
| met3 | 10.6 | 2147 | 13 |
| met4 | 17.5 | 30 | 7.1 |
| met5 | 0.391 | - | 0.063 |
No activity file was given, so power comes from the tool's default toggle rates.
